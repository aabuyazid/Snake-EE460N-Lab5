==> design/flow/design.v <==
module KeyboardDemo(
    input clk,
    input PS2CLK,
    input PS2Data,
    output [3:0] an,
    output [6:0] sseg,
    output strobe,
    output lightCheck
);
wire [7:0] KeyPress;
wire KeyRelease;
reg lightCheck_reg;
initial
begin
    lightCheck_reg=0;
end
assign lightCheck = lightCheck_reg;
PS2 ps (PS2CLK,PS2Data,KeyPress,KeyRelease);
PS2DisplayController psd (clk,KeyPress,KeyRelease,an,sseg,strobe);
always@(negedge PS2CLK) begin
    lightCheck_reg <= ~lightCheck_reg;
end
endmodule
module GetPS2Data(
    input PS2CLK,
    input PS2Data,
    output reg [0:21] Data
);
initial 
    Data = 22'h3FFFFF;
always @(negedge PS2CLK) begin
    Data <= {PS2Data,Data[0:20]};
end
endmodule
module PS2(
    input PS2CLK,
    input PS2Data,
    output [7:0] KeyPress,
    output KeyRelease
);
wire [0:21] Data;
wire ready;
reg [7:0] KeyPress_reg = 8'hF0;
assign KeyPress = KeyPress_reg;
GetPS2Data get (PS2CLK,PS2Data,Data);
assign KeyRelease = (Data[2:9] == 8'hF0) ? 1:0;
always @(negedge PS2CLK) begin
    if(KeyRelease)
        KeyPress_reg <= Data[13:20];
    else
        KeyPress_reg <= KeyPress_reg;
end
endmodule
module hexto7segment(
    input [3:0] x,
    output reg [6:0] r
    );
    always @ (*)
        case (x)
            4'b0000: r = 7'b0000001;
            4'b0001: r = 7'b1001111;
            4'b0010: r = 7'b0010010;
            4'b0011: r = 7'b0000110;
            4'b0100: r = 7'b1001100;
            4'b0101: r = 7'b0100100;
            4'b0110: r = 7'b0100000;
            4'b0111: r = 7'b0001111;
            4'b1000: r = 7'b0000000;
            4'b1001: r = 7'b0000100;
            4'b1010: r = 7'b0001000;
            4'b1011: r = 7'b1100000;
            4'b1100: r = 7'b0110001;
            4'b1101: r = 7'b1000010;
            4'b1110: r = 7'b0110000;
            4'b1111: r = 7'b0111000;
        endcase
endmodule
module SSEGClkDivider(
    input clk,
    output SSEGClk
);
reg [18:0] COUNT;  
assign SSEGClk = COUNT[18];
always @(posedge clk) begin
    COUNT = COUNT + 1;
end
endmodule
module PS2Display(
    input SSEGClk,
    input [13:0] sev_seg_data,
    input KeyRelease,
    output reg [3:0] an,
    output reg [6:0] sseg
    );
    reg [1:0] state = 2'b11;
    reg [1:0] next_state;
    always @ (*) begin
        case (state)
            2'b00: begin
                an = 4'b1101; 
                sseg = sev_seg_data[13:7];
                next_state = 2'b01;
            end
            2'b01: begin
                an = 4'b1110; 
                sseg = sev_seg_data[6:0];
                next_state = 2'b00;
            end
            default: begin
                if(KeyRelease)
                    next_state = 2'b00;
                else
                    next_state = 2'b11;
                an = 4'b1111;
                sseg = 7'b1111111;
            end
        endcase
    end
    always @(posedge SSEGClk) begin
        state <= next_state;
    end
endmodule
module PS2DisplayController(
    input clk,
    input [7:0] KeyPress,
    input KeyRelease,
    output [3:0] an,
    output [6:0] sseg,
    output strobe
);
wire [13:0] sev_seg_data;
wire SSEGClk;
reg [19:0] strobe_counter = 0;
reg strobe_reg = 0;
reg checkedRelease = 0;
assign strobe = strobe_reg;
SSEGClkDivider s1 (clk,SSEGClk);
hexto7segment left  (KeyPress[7:4],sev_seg_data[13:7]);
hexto7segment right (KeyPress[3:0],sev_seg_data[6:0]);
PS2Display dis (SSEGClk,sev_seg_data,KeyRelease,an,sseg);
always @(posedge clk) begin
    if(checkedRelease) begin
        if(strobe_counter == 1000000) begin
            checkedRelease <= KeyRelease ? 1:0;
            strobe_reg <= 0;
            strobe_counter <= strobe_counter;
        end
        else
            strobe_counter <= strobe_counter + 1;    
    end
    else begin
        if(KeyRelease) begin
            checkedRelease <= 1;
            strobe_reg <= 1;
            strobe_counter <= 0;
        end
        else begin
            checkedRelease <= 0;
            strobe_reg <= 0;
            strobe_counter <= strobe_counter;
        end
    end
end 
endmodule
==> design/flow/run.sh <==
#!/bin/bash
# OpenROAD 26Q1-2900-gdf79404cd8, Yosys 0.63+post, stock flow scripts
make -C /OpenROAD-flow-scripts/flow DESIGN_CONFIG=/design/flow/config.mk WORK_HOME=/design/flow/orfs finish
==> design/flow/config.mk <==
export PLATFORM = sky130hd
export DESIGN_NAME = KeyboardDemo
export DESIGN_NICKNAME = KeyboardDemo
export VERILOG_FILES = /design/flow/design.v
export SDC_FILE = /design/flow/constraint.sdc
export NUM_CORES = 4
export LEC_CHECK = 1
export CORE_UTILIZATION = 40
==> design/flow/constraint.sdc <==
current_design KeyboardDemo

set clk_period 3.0
set clk_io_pct 0.2

create_clock -name clk0 -period $clk_period [get_ports {PS2CLK}]
create_clock -name clk1 -period $clk_period [get_ports {clk}]

set non_clock_inputs [all_inputs -no_clocks]
set_input_delay [expr $clk_period * $clk_io_pct] -clock clk0 $non_clock_inputs
set_output_delay [expr $clk_period * $clk_io_pct] -clock clk0 [all_outputs]
==> summary.txt <==
outcome = finished with violations
violated checks = setup timing
CP arrival = 3460 ps
number of buffers added on ports = 12
Ant. Diodes = 0
register pins left without a clock = 2
synth cell count leaders = dfxtp_1 (44), edfxtp_1 (29), nand2_1 (25), nor2_1 (22), inv_1 (18)
initial antenna violation count = 0
hold path cells = 0
HPWL after detailed placement = 3.67 mm
type of the worst setup path = flop to output pin
pwr dens = 447 nW/um2
Final Worst Setup Slack = -1060 ps
Top FF cell, synth = dfxtp_1
vias per std cell = 4.88
worst min-delay path startpoint = ps.get.Data[12]$_DFF_N_
leakage power total = 1.85 nW
crit-path max FO = 3
FP Util = 0.418
synth unique cells = 48
per-cell routed wire length = 12.2 um
Slew Viols, Final = 0
via count = 2430
Log Warnings = 72
Placed Instances = 431
number of flops mapped to enable cells by yosys = 29
Worst Setup Start Kind = flop
Hold WC Path Type = flop to flop
Top area cell types = dfxtp_1 (27%), edfxtp_1 (27%), ha_1 (6.5%)
gr usage total = 0.157
Area Growth Syn to Fin = 35.7%
vias in the first global route = 2410
critical path endpoint category = output pin
Largest Register = ps.get.Data
endpoints left unconstrained = 4
Core Util, Final = 0.567
Post-synth seq share = 0.537
CTS tree = built
Yosys warnings = 7
# rows = 32
ys async rst share = 0
gr ovfl total = 0
dpl cell area = 3670 um2
reg-to-reg startpoint = ps.get.Data[8]$_DFF_N_
Worst-Margin Slew = 576 ps
leading area contributor after synthesis = dfxtp_1
final hold violations = 0
top cell type's share of synthesized area = 0.270
die area = 8520 um2
Setup-failing EPs final = 17
Worst R2R Path Depth = 4
Peak VDD IR = 0.334 mV
share of layout cells above drive strength 1 = 0.280
Layout Cells excl Fill = 498
Synth top cell by count = dfxtp_1
Die X = 92.3 um
post-route cell area = 4430 um2
register-to-register setup slack = -20 ps
violation count after the first detailed-route iteration = 57
DRT antenna net count = 0
Power Total = 1.98 mW
YS chip area = 3260 um2
worst hold slack = 313 ps
largest net degree at the start of global routing = 21
drt pass-1 iters = 4
Die Span Y = 92.3 um
Max-slew headroom = 0.612
I/O pin count = 16
max FFs per register = 21
detailed-route wire length = 6.08 mm
first-pass GRT wire length = 10.3 mm
# Cells Yosys = 305
Max Cap Viol = 0
DRC Markers = 0
RSZ-0062 raised after global routing = true
syn avg cell area = 10.7 um2
global placement routability congestion = 0.831
RR Endpoint = psd.strobe_counter[10]$_SDFFCE_PN0P_
Cell Area, Synth = 3260 um2
cell count after synthesis = 305
CTS clk-pin slew, worst paths = 40 ps
WP data required = 2400 ps
Worst Hold Path EP = ps.get.Data[13]$_DFF_N_
core area = 7810 um2
clk_skew = 13.6 ps
ys flops = 73
-- how the worst max path moves through the flow --
| stage | slack (ps) | endpoint | startpoint | cells after the start |
|---|---|---|---|---|
| after CTS | -1050 | sseg[5] | ps.KeyPress_reg[5]$_DFFE_NP_ | 9 |
| after global routing | -1150 | sseg[3] | ps.KeyPress_reg[5]$_DFFE_NP_ | 8 |
| final | -1060 | sseg[3] | ps.KeyPress_reg[5]$_DFFE_NP_ | 8 |
-- per-layer routing --
metal	GRT usage	up-vias	wire length, um
met2	0.219	31	2570
met5	0	-	0
li1	-	1250	-
met4	0.0339	0	91
met3	0.0518	11	250
met1	0.249	1138	3160
-- power by group --
part           internal, mW  leakage [nW]  switching [mW]
clock                 0.515         0.268           0.435
combinational       0.00246         0.906        0.000992
sequential             1.02         0.679         0.00700
total                  1.53          1.85           0.443
-- cell type report --
cell class / count / area, um2
sequential: 73 / 1760
timing repair buffer: 55 / 512
tap: 102 / 128
fill: 623 / 3380
clock buffer: 12 / 166
inverter: 18 / 72.6
clock inverter: 34 / 165
multi-input combinational: 204 / 1630
-- repair_timing --
action	CTS	global route
gates cloned	0	3
hold buffers	0	0
resized	67	14
pin swaps	24	14
endpoints found under the setup margin	8	28
buffers inserted	19	1
-- cells in the final DEF (no fill, tap or decap), types with 5 or more instances in the layout --
master	n
xnor2_1	17
buf_2	7
buf_4	25
xor2_1	8
nand2b_1	5
a21oi_1	10
clkbuf_8	10
ha_1	6
o21ai_0	8
nand2_1	22
edfxtp_1	29
nand4_1	8
dfxtp_1	41
inv_1	42
nor2_1	20
ha_4	10
buf_6	15
nand3_1	11
or3_1	8
-- through the flow --
stage	setup WS, ps	TNS [ps]
floorplan	-447	-2380
global placement	-927	-6010
detailed placement	-945	-6140
CTS	-1050	-6820
global route	-1150	-8250
finish	-1060	-6770
-- kinds of logic after synthesis --
family                   Yosys count  share of synthesized area
multiplexers                       5                     0.0238
XOR/XNOR                          25                     0.0671
buffers and inverters             29                     0.0360
other                              1                    0.00115
AND-OR/OR-AND                     45                     0.0917
AND/OR/NAND/NOR                  110                      0.178
flip-flops                        73                      0.537
adder cells (fa/ha/maj)           17                     0.0652
-- critical path, stage by stage, from the launching register on --
cell      delay, ps
edfxtp_1        380
inv_2            80
buf_6           130
ha_4            250
inv_2            30
mux4_2          460
nor2_2           90
o21bai_1         90
buf_2           110
Power and IR drop assume default switching activity.
