--- flow/design.v ---
`timescale 1ns / 1ps
module LAB5_part2(clk, select, vsync, hsync, R, G, B);
    input clk;
    input [7:0] select;
    output vsync, hsync;
    output [3:0] R, G, B;
    wire [3:0] Rin, Gin, Bin;
        VGA_Controller vga1 (clk, Rin, Gin, Bin, vsync, hsync, R, G, B);
    assign Rin = select[0] ?  4'h0 : select[1] ? 4'h0 : select[2] ? 4'hC : select[3] ? 4'h0 : select[4] ? 4'hF : select[5] ? 4'hF : select[6] ? 4'hF : select[7] ?  4'hF : 4'b0;
    assign Gin = select[0] ?  4'h0 : select[1] ? 4'h0 : select[2] ? 4'h4 : select[3] ? 4'hF : select[4] ? 4'h0 : select[5] ? 4'h0 : select[6] ? 4'hF : select[7] ?  4'hF : 4'b0;
    assign Bin = select[0] ?  4'h0 : select[1] ? 4'hF : select[2] ? 4'h1 : select[3] ? 4'hF : select[4] ? 4'h0 : select[5] ? 4'hF : select[6] ? 4'h0 : select[7] ?  4'hF : 4'b0;
endmodule
`timescale 1ns / 1ps
module VGA_Controller(clk, Rin, Gin, Bin, vsync, hsync, R, G, B);
    input clk; input [3:0] Rin; input [3:0] Gin; input [3:0] Bin;
    output vsync; output hsync; output [3:0] R; output [3:0] G; output [3:0] B;
    wire clk25MHz;
    reg HsyncReg,VsyncReg;
    reg [3:0] Rreg,Greg,Breg;
    reg [9:0] hcount,vcount;
    clk4th s1 (clk, clk25MHz);
    initial begin
        HsyncReg=0; VsyncReg=0;
        Rreg=0; Greg=0;    Breg=0;  hcount=0;   vcount=0;
    end
    assign vsync = VsyncReg;
    assign hsync = HsyncReg;
    assign R = Rreg;
    assign G = Greg;
    assign B = Breg;
    always@(posedge clk25MHz) begin
        HsyncReg <=0; VsyncReg<=0; Rreg<=0; Greg<=0; Breg<=0;
        if (hcount == 10'd799) begin
            hcount <= 10'd0;
            if (vcount == 10'd524) begin
                vcount <= 10'd0;
            end else begin
                vcount <= vcount +1;
            end
        end else begin
            hcount <= hcount+1;
            if ((10'd659<=hcount) && (hcount<=10'd755)) begin
                HsyncReg <= 1;
            end 
            if ((10'd493<=vcount) && (vcount<=10'd494)) begin
                VsyncReg <= 1;
            end 
            if((hcount<=10'd639) && (vcount<=10'd479)) begin
                Rreg <= Rin;
                Greg <= Gin;
                Breg <= Bin;
            end
        end
    end
endmodule
module clk4th (clk, clk25MHz);
    input clk; 
    output clk25MHz;
    reg [1:0] count=0;
    assign clk25MHz = count[1];
    always@(posedge clk) begin
        count <= count + 1;
    end
endmodule
--- flow/run.sh ---
#!/bin/bash
# OpenROAD 26Q1-2900-gdf79404cd8, Yosys 0.63+post, stock flow scripts
make -C /OpenROAD-flow-scripts/flow DESIGN_CONFIG=/design/flow/config.mk WORK_HOME=/design/flow/orfs finish
--- flow/config.mk ---
export PLATFORM = sky130hd
export DESIGN_NAME = LAB5_part2
export DESIGN_NICKNAME = LAB5_part2
export VERILOG_FILES = /design/flow/design.v
export SDC_FILE = /design/flow/constraint.sdc
export NUM_CORES = 4
export LEC_CHECK = 1
export CORE_AREA = 10 10 95 95
export DIE_AREA = 0 0 105 105
--- flow/constraint.sdc ---
current_design LAB5_part2

set clk_period 1.8
set clk_io_pct 0.2

create_clock -name clk0 -period $clk_period [get_ports {clk}]

set non_clock_inputs [all_inputs -no_clocks]
set_input_delay [expr $clk_period * $clk_io_pct] -clock clk0 $non_clock_inputs
set_output_delay [expr $clk_period * $clk_io_pct] -clock clk0 [all_outputs]
==> ci_impl_report.md <==
## Synthesis and layout report

| Metric | Value |
|---|---|
| Fin. max-slew vios | 0 |
| CTS Root Buffer Type | clkbuf_8 |
| Slew @ Worst Pin | 0.630 ns |
| Setup crit end kind | register |
| Max frequency | 1710 MHz |
| Grt ovf | 0 |
| Critical path class | reg2reg |
| Core area | 6910 um2 |
| Hold Path Origin | vga1.s1.count[0] |
| Register area | 701 um2 |
| Comb. cell area | 643 um2 |
| Finished Layout Cells | 254 |
| Synthesis Warnings | 2 |
| # diodes | 0 |
| GPL Wtd Cong | 0.789 |
| Hold-fix buffers, CTS | 0 |
| Crit share post-route | 32.5% |
| Residual DRC | 0 |
| Synth top area share | 27.9% |
| Hold depth | 1 |
| Synth-to-Final Area Change | 22.1% |
| Die area | 11000 um2 |
| Type of origin of the critical path | register |
| Cell area after synthesis | 1440 um2 |
| First-pass DRT Iterations | 3 |
| Max Cap Viol | 0 |
| # port buffers | 22 |
| Dpl cells | 251 |
| Final WL | 2530 um |
| Final Critical Period | 0.586 ns |
| Pwr Density | 144 nW/um2 |
| CP Max Fanout | 2 |
| R2R depth | 1 |
| Top FF cell, synth | dfxtp_1 |
| Worst Path Required | 1.89 ns |
| Register pins left without a clock | 28 |
| Clk_skew | 0.00522 ns |
| FP Rows | 30 |
| Slowest stage cell, crit path | dfxtp_1 |
| Status | complete, no violations |
| CP Data Arrival Time | 0.68 ns |
| Chip height | 105 um |
| Distinct lib cells | 42 |
| Yosys cell count | 144 |
| Yosys reg bits | 30 |
| Cell type with the largest total area | dfxtp_1 |
| Wire length of the first global-routing pass | 4560 um |
| CTS buffer count | 3 |
| Clk Latency, worst-skew pair | 0.21 ns |
| Syn Inst Count | 144 |
| Drt wl/cell | 9.94 um |
| Worst-path clk slew | 0.03 ns |
| Setup violators final | 0 |
| Post_cts resized | 0 |
| RSZ-0062 raised after global routing | false |
| Post-layout util | 25.4% |
| Endpoints failing hold | 0 |
| Endpoints left unconstrained | 52 |
| Maximum vdd drop | 164 uV |
| Cell Chain, Critical Path | xor2_1 |
| Total track usage | 4.62% |
| Flop-to-flop setup slack | 1.21 ns |
| CP delay by family, top | flip-flops |
| CP peak stage delay | 0.31 ns |
| Worst r2r src | vga1.s1.count[0] |
| Max-slew headroom | 58.0% |
| Syn Area/Cell | 9.98 um2 |
| Largest net degree at the start of global routing | 29 |
| Critical R2R Capture | vga1.s1.count[1] |
| Antenna-violating nets left | 0 |
| I/O pin cnt | 23 |
| Hpwl dp | 1980 um |
| Via Count | 1022 |
| Class of the worst hold path | reg2reg |
| Die width | 105 um |
| Setup_tns | 0 ns |
| Post-synthesis chip area from yosys | 1440 um2 |
| Fillers | 746 |
| Count of library flops with an enable pin | 10 |
| Leakage | 0.663 nW |
| Synth top area cells | dfxtp_1 28%, edfxtp_1 21%, xor2_1 4.9% |
| Number of global-route vias before repair | 994 |
| Initial antenna violation count | 0 |
| CP bufs+invs | 0 |
| Vias per cell | 4.02 |
| Clk buf depth | 2 |
| CTS tree | yes |
| Initial DRC count | 22 |
| Number of setup buffers added after CTS | 0 |
| Tool Warnings | 26 |
| Sequential fraction of the synthesis area | 48.7% |
| Async set or reset register ratio after synthesis | 0% |
| Hold Path End | vga1.s1.count[0] |
| Share of cells above drive strength 1 | 6.33% |
| H-tree Lvls | 1 |
| Initial Util | 20.8% |
[power by group]
group          internal [mW]  switching [mW]  leakage (nW)
combinational         0.0204          0.0137         0.366
clock                  0.141          0.0330        0.0216
sequential            0.0447               0         0.276
[cells in the final DEF (no fill, tap or decap), types with 4 or more instances in the layout]
cell type,n
xnor2_1,5
nand3_1,8
o31ai_1,4
clkdlybuf4s50_1,22
inv_1,6
a21oi_1,5
xor2_1,8
dfxtp_1,20
edfxtp_1,10
nor2_1,11
nand2_1,9
nor3_1,4
[flip-flops by register name, summed over array words and instances (netlist names)]
register,cells
vga1.HsyncReg,1
vga1.VsyncReg,1
vga1.s1.count,2
vga1.vcount,10
vga1.Breg,2
vga1.Greg,2
vga1.hcount,10
vga1.Rreg,2
[final cells by class]
| type | count | share of cell area, % |
|---|---|---|
| multi-input combinational | 96 | 36.6 |
| clock buffer | 3 | 2.35 |
| timing repair buffer | 23 | 13.0 |
| sequential | 30 | 39.9 |
| inverter | 6 | 1.28 |
| tap | 96 | 6.84 |
[worst max path at each step]
stage / startpoint / endpoint / slack [ns] / cells after the start
after global routing: vga1.s1.count[1] / vga1.s1.count[1] / 1.17 / 1
after CTS: vga1.s1.count[0] / vga1.s1.count[1] / 1.21 / 1
final: vga1.s1.count[0] / vga1.s1.count[1] / 1.21 / 1
[cell families (layout without fill, tap and decap cells)]
group                    Yosys count  count (layout)  synth area share [%]
buffers and inverters             18              32                  6.53
AND/OR/NAND/NOR                   55              55                  22.2
adder cells (fa/ha/maj)            3               3                  2.61
AND-OR/OR-AND                     25              25                  12.0
flip-flops                        30              30                  48.7
XOR/XNOR                          13              13                  7.92
[metal layers]
layer	global-route usage (%)	part of all wire [%]	wire length, um
met2	7.21	45	1140
met5	0	0	0
met3	0.621	3.0	76
met4	0.294	0	0
met1	6.96	52	1310
[synthesized netlist by cell type, drive strengths merged, types with 5 or more instances]
| master | n |
|---|---|
| dfxtp | 20 |
| nor2 | 11 |
| edfxtp | 10 |
| nand2 | 9 |
| buf | 8 |
| nand3 | 8 |
| xor2 | 8 |
| a21oi | 6 |
| inv | 6 |
| xnor2 | 5 |
[metrics by stage]
step	hold slack (ns)	setup WS (ns)	area (um2)	power [mW]
2_1_floorplan	0.364	0.913	1440	0.0554
3_3_place_gp	0.376	1.23	1710	0.0792
3_5_place_dp	0.380	1.24	1710	0.0793
4_1_cts	0.390	1.21	1760	0.259
5_1_grt	0.417	1.17	1760	0.277
6_report	0.389	1.21	1760	0.253
Power figures rest on the tool's default switching activity, not on a simulated workload.
